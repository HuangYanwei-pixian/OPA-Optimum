<file path="config.mk">
export PLATFORM = sky130hd
export DESIGN_NAME = PS_TO_RAM
export DESIGN_NICKNAME = PS_TO_RAM
export VERILOG_FILES = /design/flow/design.v
export SDC_FILE = /design/flow/constraint.sdc
export NUM_CORES = 4
export LEC_CHECK = 1
export CORE_AREA = 10 10 112 112
export DIE_AREA = 0 0 122 122
</file>
<file path="constraint.sdc">
current_design PS_TO_RAM

set clk_period 2.6
set clk_io_pct 0.2

create_clock -name clk0 -period $clk_period [get_ports {clk}]

set non_clock_inputs [all_inputs -no_clocks]
set_input_delay [expr $clk_period * $clk_io_pct] -clock clk0 $non_clock_inputs
set_output_delay [expr $clk_period * $clk_io_pct] -clock clk0 [all_outputs]
</file>
<file path="design.v">
`timescale 1ns / 1ps
module PS_TO_RAM(
    input clk,
    input rst,
    input en,  
    input [23:0]VoltageData,  
    input [8:0]Phi_number,  
    output reg Send,
    output RAMWrClk,
    output reg RAMWrEn, 
    output reg[8:0]RAMWrADD,
    output reg[23:0]RAMWrData
     );
    assign RAMWrClk = clk;
    parameter IDEL = 3'b001;
    parameter READ = 3'b010;
    parameter DOWN = 3'b100;
    reg status;
    reg [2:0]state_receive;
    reg [8:0]cnt;
    always@(posedge clk or negedge rst)begin
        if(!rst)begin
            state_receive <= IDEL;
            RAMWrADD <= 9'd0;
            RAMWrData <= 24'd0;
            status <= 1'b0;
            Send <= 1'b0;
            RAMWrEn <= 1'b0;
            cnt <= 9'd0;
        end
        else begin
            case(state_receive)
            IDEL:begin
                status <= 1'b0;
                RAMWrEn <= 1'b0;
                cnt <= 9'd0;
                if(en)begin
                    Send <= 1'b0;
                    state_receive <= READ;
                    RAMWrData <= VoltageData;
                    RAMWrADD <= Phi_number;
                    RAMWrEn <= 1'b1;
                    cnt <= cnt + 1'b1;
                end
                else begin
                    state_receive <= state_receive;
                    RAMWrData <= 24'd0;
                    RAMWrADD <= 9'd0;
                end
            end
            READ:begin
                status <= 1'b1;
                RAMWrADD <= Phi_number;
                RAMWrData <= VoltageData;
                RAMWrEn <= 1'b1;
                cnt <= cnt + 1'b1;
                if(cnt == 9'd480)begin
                    Send <= 1'b1;
                    state_receive <= DOWN;
                end
                else begin
                    Send <= 1'b0;
                    state_receive <= state_receive;
                end
            end
            DOWN:begin
                RAMWrEn <= 1'b0;
                state_receive <= IDEL;
            end
            default:state_receive <= IDEL;
            endcase
        end
    end
endmodule
</file>
<file path="run.sh">
#!/bin/bash
# OpenROAD 26Q1-2900-gdf79404cd8, Yosys 0.63+post, stock flow scripts
make -C /OpenROAD-flow-scripts/flow DESIGN_CONFIG=/design/flow/config.mk WORK_HOME=/design/flow/orfs finish
</file>
==> metrics.cfg <==
[status]
outcome = completed

[route]
n_antenna_cell = 0
vias = 1422
ant_nets = 0
vias_per_cell = 3.96
first_pass_iters = 4
drtIter0Drc = 94
wl_um = 5010
drc = 0
wire_per_inst_um = 14.0

[timing]
setup_violations = 0
relSlewSlack_pct = 50.2
skew_ns = 0.00870
worst_pin_slew_ns = 0.745
setup_slack_ns = 0.160
drv_slew = 0
rsz0062_at_grt = false
whs_ns = 0.199
hold_violations = 0
setup-tns-final_ns = 0

[synth]
ys_seq_share_pct = 63.8
syn_inst = 146
ys_cells = 146
syn_area_per_cell_um2 = 12.6
top_area_cell = dfrtp_1
synth_area_um2 = 1840
ys_warn_count = 1
ys_seq_elements = 47
synth_chip_area_um2 = 1840
ys_top_cells_by_area = dfrtp_1 62%, a22o_1 17%, clkbuf_1 1.4%
yosys.area.top_type_share_pct = 62.4
yosysUniqueCellTypes = 27

[power_and_ir_drop]
leakage_nw = 1.24
p_per_area_nw_per_um2 = 491
total_power_w = 0.00140
vdd_drop_max_mv = 0.183

[placement]
placed_cell_area_um2 = 2720
place_congestion = 0.746
io_buffers = 71
pre_cts_ws_ns = 0.413
dp_hpwl_um = 3560

[clock_network]
cts_setup_buffers = 0
insertion_delay_ns = 0.40
cts_tree = done
clk_pin_slew_ns = 0.10
cts_hold_buffers = 0
ctsResizeCount = 0

[grt]
grt_pass1_vias = 1597
grt_pass1_wl_um = 8390
grt_max_degree = 48
grtUsageTotal_pct = 6.96
gr-total-overflow = 0
antenna_found_initial = 0

[setup_path]
cp-end-kind = primary output
start_kind = clock port
reg2reg_to = RAMWrData[7]
r2r_slack_ns = 0.95
critPathKind = clock port to primary output
path_max_fanout = 2
crit_required_ns = 2.08
r2r_start = state_receive[2]
worst_ep_arrival_time_ns = 1.92
rr_worst_depth = 3
critPathLaunch = clk

[die]
rows = 37
core_area_um2 = 10200
dieArea_um2 = 14900
die_h_um = 122
pin_count = 72
fp-utilization_pct = 18.0
die_width_um = 122

[hold_path]
worstHoldPathType = input port to asynchronous set/reset pin

[cells_and_area]
fillerInstances = 1048
area_delta_synth_final_pct = 54.5
regArea_um2 = 1180
finish.instance_area_um2 = 2850
post_route_cells_drive_above_1_share_pct = 9.42
comb_area_um2 = 609

[run]
warnings = 27
cap_violations = 0

## how the worst max path moves through the flow
stage                 slack [ns]  depth (start not counted)        to
after CTS                   0.14                          3  RAMWrClk
after global routing        0.13                          3  RAMWrClk
final                       0.16                          3  RAMWrClk
## per-stage QoR
stage          cells  util, %
3_5_place_dp     348     26.6
3_3_place_gp     348     26.6
5_1_grt          359     27.8
6_report         359     27.8
4_1_cts          359     27.8
2_1_floorplan    146        -
## placed cells by master (no fill, tap or decap), types with 2 or more instances in the layout
cell / count
buf_4: 4
nor2b_1: 2
nor2_1: 3
ha_1: 2
dfrtp_1: 46
a21oi_1: 3
o21ai_1: 4
nand2_1: 7
o21ai_0: 3
nand4_1: 2
clkbuf_8: 8
inv_1: 7
or4_1: 3
nand3_1: 5
a22o_1: 35
or3_1: 2
o211ai_1: 3
clkdlybuf4s50_1: 70
## layer usage
metal	track usage (%)	vias up	wire (um)	share of wire, %
met5	0	-	0	0
met4	1.12	0	74	1.5
met3	2.30	6	290	5.8
met2	11.3	33	2380	48
met1	9.01	687	2260	45
li1	-	696	-	-
## logic make-up after synthesis
group,count (synthesis),share of synthesized area [%]
and+or+nand+nor,28,8.48
adders and majority gates,2,1.36
buffers and inverters,16,3.53
DFF,47,63.8
AOI/OAI and AO/OA,53,22.8
## flip-flops by register name, indices dropped and copies added, names as in the netlist
signal         count
RAMWrADD           9
RAMWrData         24
RAMWrEn            1
Send               1
cnt                9
state_receive      3
## where the power goes
| part | switching (W) | internal [W] |
|---|---|---|
| sequential | 0 | 0.000730 |
| clock | 0.000286 | 0.000317 |
| combinational | 0.0000213 | 0.0000456 |
| total | 0.000307 | 0.00109 |
## cell type report
type,count,share of cell area [%]
inverter,7,0.922
tap,136,5.97
sequential,47,41.3
clock buffer,10,4.35
multi-input combinational,83,21.4
timing repair buffer,74,25.5
clock inverter,2,0.571
## critical path, stage by stage
cell,delay [ns]
clkbuf_8,0.11
clkbuf_8,0.12
clkdlybuf4s50_1,0.40
## synthesized netlist by cell type
cell type and instances:
dfrtp_1 46, dfstp_2 1, or3_1 2, nand3_1 5, a21o_1 1, a31oi_1 1
o31ai_2 1, nor2b_1 2, nand2_1 7, o211ai_1 3, nand3_2 1, a21oi_1 3
or4b_4 1, nand4_1 2, nor2_1 4, o21ai_0 3, buf_4 1, o21ai_1 4
or4_1 3, inv_1 7, clkbuf_1 7, o22ai_1 1, a22o_1 35, buf_2 1
or2_2 1, o31a_1 1, ha_1 2
Power figures rest on the tool's default switching activity, not on a simulated workload.
