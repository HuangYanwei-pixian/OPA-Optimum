**config.mk**
```make
export PLATFORM = sky130hd
export DESIGN_NAME = DPRAM
export DESIGN_NICKNAME = DPRAM
export VERILOG_FILES = /design/flow/design.v
export SDC_FILE = /design/flow/constraint.sdc
export NUM_CORES = 4
export LEC_CHECK = 1
export CORE_UTILIZATION = 40
export SYNTH_MEMORY_MAX_BITS = 65536
```
**design.v**
```verilog
`timescale 1ns / 1ps
module DPRAM
#(parameter DATA_WIDTH=24, parameter ADDR_WIDTH=9)
(
	input [(DATA_WIDTH-1):0] data,
	input [(ADDR_WIDTH-1):0] read_addr, write_addr,
	input we, read_clock, write_clock,
	output reg [(DATA_WIDTH-1):0] q
);
	reg [DATA_WIDTH-1:0] ram[2**ADDR_WIDTH-1:0];
	always @ (posedge write_clock)
	begin
		if (we)
			ram[write_addr] <= data;
	end
	always @ (posedge read_clock)
	begin
		q <= ram[read_addr];
	end
endmodule
```
**constraint.sdc**
```tcl
current_design DPRAM

set clk_period 35.6
set clk_io_pct 0.2

create_clock -name clk0 -period $clk_period [get_ports {read_clock}]
create_clock -name clk1 -period $clk_period [get_ports {write_clock}]

set non_clock_inputs [all_inputs -no_clocks]
set_input_delay [expr $clk_period * $clk_io_pct] -clock clk0 $non_clock_inputs
set_output_delay [expr $clk_period * $clk_io_pct] -clock clk0 [all_outputs]
```
**run.sh**
```bash
#!/bin/bash
# OpenROAD 26Q1-2900-gdf79404cd8, Yosys 0.63+post, stock flow scripts
make -C /OpenROAD-flow-scripts/flow DESIGN_CONFIG=/design/flow/config.mk WORK_HOME=/design/flow/orfs finish
```
==> deck_impl_summary.md <==
Key Metrics from the Run

Run status
  – Status: finished, violations left
  – Failing checks: max-capacitance violations, max-slew violations

Setup path
  – CP bufs+invs: 10
  – Worst Path Arrival: 15460 ps
  – CP max stage delay: 1020 ps
  – Critical path launch point: read_addr[1]
  – Number of stages on the worst setup path: 16
  – Worst flop-to-flop path startpoint: ram[246][4]
  – R2R Setup Slk: 30490 ps
  – Worst path most repeated cell: buf_4
  – Req. time, crit path: 35910 ps
  – End point of the critical path: q[4]
  – R2R cell count: 8
  – Top delay family on crit path: buffers and inverters
  – CP Max Fanout: 67
  – Critical Path Start Type: input port
  – CP Capture Type: flip-flop
  – Reg-to-reg endpoint: q[4]
  – Crit path kind: in -> reg
  – Slowest CP cell: nand4_1
  – Cell Chain, Critical Path: buf_16, buf_4, buf_12, buf_4, buf_4, buf_4, buf_4, buf_4, buf_4, buf_4, mux4_2, a31oi_1, o21ai_0, nand4_1, nand4_1, and4_1

Layout
  – Non-filler cells, final: 41300
  – Logic area: 100000 um2
  – Reg area: 369000 um2
  – Dominant logic cell type in the layout: edfxtp_1
  – Layout cells sized above 1: 0.237
  – Area growth syn-to-layout: 13.3%
  – Fillcell total: 96400
  – Most numerous logic cells after layout: 12300 x edfxtp_1, 2310 x mux2i_1, 1993 x mux4_2

Flow run
  – Max-Cap Viols: 2
  – OpenROAD warnings: 44

Floorplan
  – Die H: 1090 um
  – FP Rows: 400
  – # IOs: 69
  – Die W: 1090 um
  – Core Area: 1190000 um2
  – DIE AREA: 1200000 um2
  – Initial Utilization: 0.402

CTS
  – CTS clk-pin slew, worst paths: 170 ps
  – Postcts setup bufs: 0
  – CTS tree: done
  – Cts repair resizes: 0
  – Sink Count: 12300
  – Hold-fix buffers, CTS: 0

Route
  – Routed len/inst: 35.9 um
  – Vias post-DR: 243000
  – Drt total wl: 1480000 um
  – DRT antenna net count: 0
  – DR DRC count: 0
  – Iter 0 DRT Violations: 16800
  – Vias per cell: 5.88
  – DRT Pass-1 Iters: 6

Synth
  – Sequential fraction of the synthesis area: 0.774
  – Cell accounting for the most synthesized area: edfxtp_1
  – Flops after synth: 12300
  – Post-Syn Area: 477000 um2
  – # Cells Yosys: 22800
  – Async S/R FF share, synth: 0
  – Max-area cell share: 0.773
  – Mean Syn Cell Area: 20.9 um2
  – Yosys warning count: 1
  – Yosys Chip Area: 477000 um2
  – Gate Count Post-Synth: 22800
  – Dominant flop cell: edfxtp_1
  – Distinct cells, synth: 95
  – Post-synth EDFFs: 12300
  – Top area cell types: edfxtp_1 77%, mux4_2 9.4%, mux2i_1 4.8%, o221ai_1 1.4%, o22ai_1 0.76%

Power and ir drop
  – Max VDD drop: 0.0000430 V
  – Combinational Power Share: 0.053
  – Sw Share: 0.219
  – Internal power: 23400 uW
  – Reg power frac: 0.534
  – NetSw: 6550 uW
  – Lkg Pwr: 0.172 uW
  – Clock share of power: 0.413
  – PwrDens: 55.4 nW/um2

Place
  – Inst Count DP: 38900
  – Post-DP HPWL: 893000 um
  – Port bufs: 67
  – Final GP Congestion: 0.910

Global routing
  – GR Util met1: 0.271
  – GRT Total Usage: 0.271
  – Largest net degree at the start of global routing: 129
  – Vias in the first global route: 261000
  – Met2 GRT Util: 0.364
  – Global route overflow: 0
  – Met3 Use GR: 0.277
  – Antenna violations before repair: 134
  – First-pass GRT wire length: 2040000 um
  – GR peak layer: met2

Timing
  – Slew Viols, Final: 5
  – Final Hold Viols: 0
  – Worst-margin pin slew: 1510 ps
  – Final setup violation count: 0
  – Unrepaired setup endpoints after global routing: false
  – Setup tns final: 0 ps
  – Hold slack: 1860 ps
  – Slew margin rel.: -0.0138

Hold path
  – Hold crit path type: reg -> reg
power groups by stage:
stage	Sequential, uW	Clock [uW]	Combinational (uW)
6_report	16000	12400	1580
5_1_grt	16000	13000	1660
4_1_cts	16000	12500	1560
sequential cells by signal (all words and copies together) (netlist names):
signal / cells
ram: 12288
q: 24
how the worst min path moves through the flow:
stage	startpoint	endpoint	slack, ps	cells after the start
CTS	ram[74][10]	q[10]	1900	6
global route	ram[91][10]	q[10]	1910	6
finish	ram[48][8]	q[8]	1860	6
synthesized netlist by cell type, drive strengths merged (11+ instances only):
cell     number
a221oi       12
nor4         79
o21ai       310
buf         899
a211oi       79
nand4        56
or3          13
or4          16
dfxtp        24
mux4       2030
o31ai        13
clkbuf      491
nand3       114
a211o        19
a32oi        14
o32ai        11
nor3b        13
a22oi       101
nor3        236
o211ai       24
o22a         29
edfxtp    12300
o22ai       581
o311ai       12
a21oi       562
and3         34
a2111oi      45
nand2       369
a22o         17
mux2i      2310
a21o         20
and2         45
o21bai       17
o221ai      796
mux2         52
o21a         48
nor2        784
a31oi       127
per-stage QoR:
| step | util | total power, uW | instance area, um2 | worst slack, ps |
|---|---|---|---|---|
| detailed placement | 0.423 | 17900 | 503000 | 19970 |
| global route | 0.455 | 30700 | 541000 | 20090 |
| global placement | 0.423 | 17800 | 503000 | 19970 |
| CTS | 0.455 | 30100 | 540000 | 20410 |
| finish | 0.455 | 29900 | 541000 | 20450 |
| floorplan | - | 17100 | 477000 | 26220 |
area by class of cell:
cell class	count	share of cell area
Sequential cell	12300	0.683
Antenna cell	268	0.00124
Clock inverter	673	0.0106
Tap cell	15900	0.0367
Multi-Input combinational cell	9090	0.185
Timing Repair Buffer	1626	0.0240
Clock buffer	1475	0.0590
Inverter	3	0.0000578
worst reg2reg max path, cell delays in order, from the launching register on:
cell and delay [ps]:
edfxtp_1 360, mux4_2 470, o31a_1 240, a21oi_1 500, a21oi_1 200, buf_4 250, nand3_1 480, nand4_1 1110
and4_1 680
routing by layer:
layer  up-vias  part of all wire  wire (um)
met1    121000              0.28     411000
met3      2970              0.23     341000
met4       186             0.053      78500
li1      99400                 -          -
met5         -            0.0057       8400
met2     19200              0.43     643000
cells by family after synthesis:
group | synth area share
multiplexers | 0.146
AND-OR/OR-AND | 0.0420
flip-flops | 0.774
buffers and inverters | 0.0210
AND/OR/NAND/NOR | 0.0171
Power figures rest on the tool's default switching activity, not on a simulated workload.
